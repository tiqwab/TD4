File: flow/run.sh
#!/bin/bash
# OpenROAD 26Q1-2900-gdf79404cd8, Yosys 0.63+post, stock flow scripts
make -C /OpenROAD-flow-scripts/flow DESIGN_CONFIG=/design/flow/config.mk WORK_HOME=/design/flow/orfs finish
File: flow/config.mk
export PLATFORM = sky130hd
export DESIGN_NAME = LCHIKA_ROM
export DESIGN_NICKNAME = LCHIKA_ROM
export VERILOG_FILES = /design/flow/design.v
export SDC_FILE = /design/flow/constraint.sdc
export NUM_CORES = 4
export LEC_CHECK = 1
export CORE_AREA = 10 10 70 70
export DIE_AREA = 0 0 80 80
File: flow/constraint.sdc
current_design LCHIKA_ROM

set clk_period 1.0
set clk_io_pct 0.2

create_clock -name clk0 -period $clk_period [get_ports {CLR_N}]

set non_clock_inputs [all_inputs -no_clocks]
set_input_delay [expr $clk_period * $clk_io_pct] -clock clk0 $non_clock_inputs
set_output_delay [expr $clk_period * $clk_io_pct] -clock clk0 [all_outputs]
File: flow/design.v
module LCHIKA_ROM(
    input [3:0] ADDR,
    input CLR_N,
    output wire [7:0] DATA
);
reg [7:0] romdata [15:0];
always @(negedge CLR_N) begin
    if (~CLR_N) begin
        romdata[0]  <= 8'b1011_0011;
        romdata[1]  <= 8'b1011_0110;
        romdata[2]  <= 8'b1011_1100;
        romdata[3]  <= 8'b1011_1000;
        romdata[4]  <= 8'b1011_1000;
        romdata[5]  <= 8'b1011_1100;
        romdata[6]  <= 8'b1011_0110;
        romdata[7]  <= 8'b1011_0011;
        romdata[8]  <= 8'b1011_0001;
        romdata[9]  <= 8'b1111_0000;
        romdata[10] <= 8'b0;
        romdata[11] <= 8'b0;
        romdata[12] <= 8'b0;
        romdata[13] <= 8'b0;
        romdata[14] <= 8'b0;
        romdata[15] <= 8'b0;
    end
end
assign DATA = romdata[ADDR];
endmodule
==> flow_summary.ini <==
; implementation run metrics
[synthesis]
synth.largest_area_cell = buf_4
netlist_top_cells_count = 2 x buf_4, 2 x nor2_1
topCellsByArea = buf_4 19%, and2b_2 11%, nand4b_1 11%
synth.lib_cells_used.distinct = 10
synth.yosys.chip_area_um2 = 78.83
mappedNetlistArea_um2 = 78.83
top_area_cell_type_share_of_the_netlist_area_pct = 19.05
cells_yosys = 12
syn_area_per_cell_um2 = 6.569
synth-warning-count = 2
postSynthSeqShare_pct = 0
synth_cells = 12

[critical_path]
crit_path_cell_trace = buf_12 > xor2_2 > and2b_2 > clkbuf_2
arrival_ns = 0.75
worstPathMaxFanout = 6
crit_path_largest_cell_delay_ns = 0.18
worst_setup_path_start_kind = primary input
crit_path_top_delay_cell = and2b_2
worst-setup-path-type = primary input to output pin
worst-endpoint-required_ns = 0.80
setup.worst_path.end_class = output pin

[global_route]
globalRoute.totalOverflow = 0
vias_in_the_first_global_route = 99
global_route.usage.total_pct = 0.8543
grt_start_max_net_pins = 7
grt_pass1_wl_um = 469
grt_antenna_before_repair = 0

[sta]
grt_setup_unrepaired = false
finalCritPeriodShare_pct = 95.46
setup_viol = 0
timing.final.crit_period_ns = 0.9546
fmax_ghz = 1.048
worst_slew_pin_slew_ns = 0.1756
timing_hold_violations_final = 0
worst_slew_margin_rel_pct = 88.19
final_max_slew_viol_count = 0

[floorplan]
die.size.x_um = 80
floorplan.initialDensity_pct = 2.308
dieArea_mm2 = 0.006400
top_level_ports = 13
floorplan.core_area_mm2 = 0.003416
rows = 21
fp.dieH_um = 80

[pwr]
swShare_pct = 38.02
clockPowerShare_pct = 0
p_leak_uw = 0.00008811
netSwitchingPower_uw = 29.11
power_report.internal_total_uw = 47.44
p_comb_share_pct = 100.0
power-per-cell-area_mw_per_mm2 = 307.4
sequential_group_share_of_total_power_pct = 0
peakVddDrop_mv = 0.02549

[route]
route.detailed.drc = 0
final_antenna_net_count = 0
detail_route.iter0.violations = 1
via_count = 123
wire_per_inst_um = 5.632
wl_um = 383
detail_route.antenna_diodes = 0
drt-vias-per-instance = 1.809
dr.pass1.iters = 2

[layout]
area_growth_pct = 215.9
nClkBuffers = 0
layout_cells_sized_above_1_pct = 54.55
seq_cell_count = 0
post-route-cell-area_um2 = 249.0
layout.area.seq_um2 = 0
layout.core_utilization_pct = 7.289

[place]
final_estimated_routing_congestion_in_global_placement = 0.7601
port_buffers = 12
place_area_um2 = 241.5

[status]
status = complete, no violations

[job]
cap_violations = 0
tool_warnings = 29

[worst_hold_path]
hold_crit_start = ADDR[1]
min_path_cells = 3
hold_path_end = DATA[6]
worst_hold_path_type = primary input to output pin

[cts]
ctsHoldBuffers = 0
power by group through the flow:
stage | clock (uW) | combinational [uW] | sequential [uW]
after global routing | 0 | 84.7 | 0
final | 0 | 76.5 | 0
after CTS | 0 | 71.4 | 0
cells by family (layout without fill, tap and decap cells):
| family | count (synthesis) | in the layout | share of synthesized area (%) |
|---|---|---|---|
| buffers and inverters | 2 | 12 | 19.04 |
| XOR/XNOR | 2 | 2 | 22.23 |
| AND-OR/OR-AND | 2 | 2 | 15.87 |
| AND/OR/NAND/NOR | 6 | 6 | 42.85 |
layer usage:
metal | share of wire [%] | global-route usage (%)
met4 | 0 | 0
met1 | 50 | 1.187
met2 | 30 | 1.204
met5 | 0 | 0
met3 | 19 | 0.4545
worst max path at each step:
stage,from,endpoint,slack (ns)
final,ADDR[1],DATA[3],0.05
after global routing,ADDR[0],DATA[2],0.001
after CTS,ADDR[2],DATA[3],-0.1
what timing repair did:
action,CTS,global route
resized,35,8
setup buffers,0,0
pin swaps,4,4
setup endpoints to repair,8,5
per-stage QoR:
stage	hold WS [ns]	TNS, ns	std cells	setup slack, ns	total power [uW]
3_5_place_dp	1.411	-5.837	68	-0.8032	81.10
5_1_grt	0.6411	0	68	0.001293	84.65
6_report	0.6244	0	68	0.04543	76.55
2_1_floorplan	0.4135	0	12	0.2888	21.06
4_1_cts	0.6708	-0.09537	68	-0.09537	71.42
3_3_place_gp	1.394	-5.799	68	-0.7854	80.99
layout make-up:
type	instances	area [um^2]
fill	413	3167
tap	46	57.56
multi-input combinational	10	87.58
timing repair buffer	12	103.9
layout by cell type (no fill, tap or decap), types with 2 or more instances in the layout:
cell type      n
dlygate4sd2_1  3
clkbuf_2       2
nor2_1         2
buf_2          3
critical path: cells and delay by family:
kind | cells | cell delay (ns)
and+or+nand+nor | 1 | 0.18
xor gates and xnor gates | 1 | 0.17
buffers and inverters | 2 | 0.20
No activity file was given, so power comes from the tool's default toggle rates.
