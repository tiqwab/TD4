## run.sh

```bash
#!/bin/bash
# OpenROAD 26Q1-2900-gdf79404cd8, Yosys 0.63+post, stock flow scripts
make -C /OpenROAD-flow-scripts/flow DESIGN_CONFIG=/design/flow/config.mk WORK_HOME=/design/flow/orfs finish
```

## config.mk

```make
export PLATFORM = sky130hd
export DESIGN_NAME = RAMEN_ROM
export DESIGN_NICKNAME = RAMEN_ROM
export VERILOG_FILES = /design/flow/design.v
export SDC_FILE = /design/flow/constraint.sdc
export NUM_CORES = 4
export LEC_CHECK = 1
export CORE_AREA = 10 10 70 70
export DIE_AREA = 0 0 80 80
```

## constraint.sdc

```tcl
current_design RAMEN_ROM

set clk_period 1.2
set clk_io_pct 0.2

create_clock -name clk0 -period $clk_period [get_ports {CLR_N}]

set non_clock_inputs [all_inputs -no_clocks]
set_input_delay [expr $clk_period * $clk_io_pct] -clock clk0 $non_clock_inputs
set_output_delay [expr $clk_period * $clk_io_pct] -clock clk0 [all_outputs]
```

## design.v

```verilog
module RAMEN_ROM(
    input [3:0] ADDR,
    input CLR_N,
    output wire [7:0] DATA
);
reg [7:0] romdata [15:0];
always @(negedge CLR_N) begin
    if (~CLR_N) begin
        romdata[0]  <= 8'b1011_0111;  
        romdata[1]  <= 8'b0000_0001;  
        romdata[2]  <= 8'b1110_0001;  
        romdata[3]  <= 8'b0000_0001;  
        romdata[4]  <= 8'b1110_0011;  
        romdata[5]  <= 8'b1011_0110;  
        romdata[6]  <= 8'b0000_0001;  
        romdata[7]  <= 8'b1110_0110;  
        romdata[8]  <= 8'b0000_0001;  
        romdata[9]  <= 8'b1110_1000;  
        romdata[10] <= 8'b1011_0000;  
        romdata[11] <= 8'b1011_0100;  
        romdata[12] <= 8'b0000_0001;  
        romdata[13] <= 8'b1110_1010;  
        romdata[14] <= 8'b1011_1000;  
        romdata[15] <= 8'b1111_1111;  
    end
end
assign DATA = romdata[ADDR];
endmodule
```

==> notes.md <==
yosys + openroad results -> drt pass-1 iters 2, setup TNS -0.0910 ns, top cells by area buf_6, mux2i_1, nor2b_1, Die X 80 um, WL met1 291 um, Final Util 0.121, required time of the worst setup path 0.96 ns, synthesized cell area 186 um2, CP Max Fanout 4, dominant logic cell type in the layout buf_4, Pre-Place Util 0.0546, Synth area leader buf_6, Top cells excl fill/tap buf_4, buf_2, buf_8, buf_6, Leak Pwr 0.182 nW, worst slew pin tran 0.165 ns, Antenna Nets Post-Route 0, Chip Area, Yosys 186 um2, register area 0 um2, startpoint class of the critical path input pin, fin area 412 um2, detailed-route via count 245, pwr/cell area 309 nW/um2, fraction of layout cells with a size suffix above 1 0.628, worst hold path class input pin to primary output, vias per cell 2.75, YS warnings 2, sequential area share after synthesis 0, Cell Type Count 20, met3 WL 91 um, initial antenna violation count 0, Final setup viols 2, all-layer global routing usage 0.0222, Overflow after GRT 0, DRT Wirelength 713 um, VDD IR-drop max 45.8 uV, I/O Buffers 12, first-pass GRT wire length 1170 um, DR DRC count 0, Rel. slew slack 0.887, Critical Path Sink Type primary output, # fillers 394, initial drt markers 14, placed cells 86, Final Max Tran Viols 0, cell count after synthesis 26, post-placement cell area 377 um2, final hold viol count 0, RSZ-0062 raised after global routing true, fin cells 89, ys cells 26, core box area 3420 um2, minimum clock period 1.27 ns, Site Rows 21, Ports 13, global placer's final weighted congestion 0.711, fmax 790 MHz, failing checks negative setup slack, dpl hpwl 578 um, OpenROAD warning count 30, Max Used Layer met3, status complete, but fails checks, CLK BUF 0, crit path kind input pin to primary output, Worst Path Arrival 1.03 ns, largest net degree at the start of global routing 8, Top cell area share 0.121, vias in the first global route 248, Die H 80 um, WL per Instance 8.01 um, metal2 WL 330 um, hold slack 0.822 ns, Syn Area/Cell 7.17 um2, diode count 0, Final WS setup -0.0652 ns, total power draw 127 uW, Syn-to-layout area delta 121%, maxcap violations 0, fin crit share 1.05, Seq cells 0, Post-Place Worst Slack -0.891 ns, die area 6400 um2
==> layout make-up <==
cell class / count / area (um2) / share of cell area
Inverter: 1 / 3.75 / 0.00912
Multi-Input combinational cell: 20 / 168 / 0.407
Tap cell: 46 / 57.6 / 0.140
Timing Repair Buffer: 22 / 183 / 0.444
==> Yosys cell counts <==
master / number
buf_2: 2
buf_6: 2
mux2i_1: 2
nand2_1: 2
nor2b_1: 2
o21ai_1: 2
a21o_1: 1
a21oi_1: 1
a32oi_1: 1
and3b_1: 1
buf_4: 1
inv_1: 1
o21ai_0: 1
o221ai_1: 1
o22ai_1: 1
o31ai_1: 1
or2_1: 1
or3_4: 1
or3b_1: 1
xor2_1: 1
==> where the power goes <==
part           total [mW]  internal (mW)  switching [mW]
clock network           0              0               0
logic               0.127         0.0803          0.0469
registers               0              0               0
total               0.127         0.0803          0.0469
==> routing by layer <==
metal | up-vias | global-route usage
met5 | - | 0
met4 | 0 | 0
met3 | 0 | 0.0102
met2 | 7 | 0.0377
met1 | 107 | 0.0264
li1 | 131 | -
==> worst max-delay path: stages <==
cell and delay, ns:
buf_8 0.10, or3_4 0.39, a32oi_2 0.18, buf_2 0.12
==> cells by family after synthesis <==
logic type,count (synthesis),share of synthesized area
AOI/OAI and AO/OA,9,0.315
xor gates and xnor gates,1,0.0470
muxes,2,0.107
buffers and inverters,6,0.235
and+or+nand+nor,8,0.295
==> what timing repair did <==
item	CTS	global route
pin swaps	7	6
hold buffers	0	0
endpoints found under the setup margin	8	7
gates resized	53	5
buffers inserted	2	2
==> worst paths after layout <==
path | from | end | depth (start not counted)
worst max-delay path | ADDR[0] | DATA[6] | 4
worst min-delay path | ADDR[0] | DATA[6] | 4
Power is estimated from default activity; no workload was simulated.
