==> flow/design.v <==
module IC74HC10(
    input A,
    input B,
    input C,
    output wire Y
);
assign Y = ~(A & B & C);
endmodule
module IC74HC153(
    input [3:0] IN,
    input [1:0] SEL,
    output wire OUT
);
function selector_4bit(
    input [3:0] data,
    input [1:0] sel
);
case(sel)
    2'b00: selector_4bit = data[0];
    2'b01: selector_4bit = data[1];
    2'b10: selector_4bit = data[2];
    2'b11: selector_4bit = data[3];
endcase
endfunction
assign OUT = selector_4bit(IN, SEL);
endmodule
module IC74HC161_C(
    input CLK,
    input CLR_N,
    input [3:0] IN,
    input LOAD_N,
    output reg [3:0] OUT
);
always @(posedge CLK or negedge CLR_N) begin
    if (~CLR_N)
        OUT <= 4'b0;
    else if (~LOAD_N)
        OUT <= IN;
    else
        if (OUT == 4'b1111)
            OUT <= 4'b0;
        else
            OUT <= OUT + 4'b1;
end
endmodule
module IC74HC161_L(
    input CLK,
    input CLR_N,
    input [3:0] IN,
    input LOAD_N,
    output reg [3:0] OUT
);
always @(posedge CLK or negedge CLR_N) begin
    if (~CLR_N)
        OUT <= 4'b0;
    else if (~LOAD_N)
        OUT <= IN;
end
endmodule
module IC74HC283(
    input [3:0] A,
    input [3:0] B,
    input C_IN,
    output wire [3:0] S,
    output wire C_OUT
);
wire [4:0] calc;
assign calc = A + B + C_IN;
assign S = calc[3:0];
assign C_OUT = calc[4:4];
endmodule
module IC74HC32(
    input A,
    input B,
    output wire Y
);
assign Y = A | B;
endmodule
module IC74HC74(
    input CLK,
    input CLR_N,
    input D,
    output reg Q,
    output wire Q_
);
always @(posedge CLK or negedge CLR_N) begin
    if (~CLR_N)
        Q <= 1'b0;
    else
        Q <= D;
end
assign Q_ = ~Q;
endmodule
module INST_DECODER(
    input [3:0] OP,
    input CARRY_N,
    output wire [3:0] LOAD_N,
    output wire [1:0] SELECT
);
wire op2_ld2, op0_ld3;
assign SELECT[1] = OP[1];
IC74HC32 two_or_1(OP[0], OP[3], SELECT[0]);
IC74HC32 two_or_2(OP[2], OP[3], LOAD_N[0]);
IC74HC10 three_and_1({1'b1}, {1'b1}, OP[2], op2_ld2);
IC74HC32 two_or_3(op2_ld2, OP[3], LOAD_N[1]);
IC74HC10 three_and_2({1'b1}, op2_ld2, OP[3], LOAD_N[2]);
IC74HC32 two_or_4(OP[0], CARRY_N, op0_ld3);
IC74HC10 three_and_3(OP[2], OP[3], op0_ld3, LOAD_N[3]);
endmodule
module REGISTERS(
    input CLK,
    input CLR_N,
    input [3:0] LOAD_N,
    input [1:0] SELECT,
    input [3:0] IN,
    input [3:0] IMMED,
    output wire [3:0] OUT,
    output wire [3:0] ADDR_ROM,
    output wire CARRY_N
);
wire [3:0] data, register_in, selector_out;
wire [3:0] reg_out_A, reg_out_B;
IC74HC153 sel_0({1'b0, IN[0], reg_out_B[0], reg_out_A[0]},
                SELECT,
                selector_out[0]);
IC74HC153 sel_1({1'b0, IN[1], reg_out_B[1], reg_out_A[1]},
                SELECT,
                selector_out[1]);
IC74HC153 sel_2({1'b0, IN[2], reg_out_B[2], reg_out_A[2]},
                SELECT,
                selector_out[2]);
IC74HC153 sel_3({1'b0, IN[3], reg_out_B[3], reg_out_A[3]},
                SELECT,
                selector_out[3]);
IC74HC161_L reg_A(CLK, CLR_N, register_in, LOAD_N[0], reg_out_A);
IC74HC161_L reg_B(CLK, CLR_N, register_in, LOAD_N[1], reg_out_B);
IC74HC161_L reg_C(CLK, CLR_N, register_in, LOAD_N[2], OUT);
IC74HC161_C reg_D(CLK, CLR_N, register_in, LOAD_N[3], ADDR_ROM);
wire carry, q;
IC74HC283 alu(selector_out, IMMED, {1'b0}, register_in, carry);
IC74HC74 carry_reg(CLK, CLR_N, carry, q, CARRY_N);
endmodule
module TD4_BASE(
    input CLK,
    input CLR_N,
    input [3:0] IN,
    input [7:0] DATA_ROM,
    output wire [3:0] OUT,
    output wire [3:0] ADDR_ROM
);
wire [3:0] load_n;
wire [1:0] select;
wire carry_n;
REGISTERS registers(CLK,
                    CLR_N,
                    load_n,
                    select,
                    IN,
                    DATA_ROM[3:0],
                    OUT,
                    ADDR_ROM,
                    carry_n);
INST_DECODER inst_decoder(DATA_ROM[7:4],
                         carry_n,
                         load_n,
                         select);
endmodule
==> flow/run.sh <==
#!/bin/bash
# OpenROAD 26Q1-2900-gdf79404cd8, Yosys 0.63+post, stock flow scripts
make -C /OpenROAD-flow-scripts/flow DESIGN_CONFIG=/design/flow/config.mk WORK_HOME=/design/flow/orfs finish
==> flow/config.mk <==
export PLATFORM = sky130hd
export DESIGN_NAME = TD4_BASE
export DESIGN_NICKNAME = TD4_BASE
export VERILOG_FILES = /design/flow/design.v
export SDC_FILE = /design/flow/constraint.sdc
export NUM_CORES = 4
export LEC_CHECK = 1
export CORE_AREA = 10 10 89 89
export DIE_AREA = 0 0 99 99
==> flow/constraint.sdc <==
current_design TD4_BASE

set clk_period 2.3
set clk_io_pct 0.2

create_clock -name clk0 -period $clk_period [get_ports {CLK}]

set non_clock_inputs [all_inputs -no_clocks]
set_input_delay [expr $clk_period * $clk_io_pct] -clock clk0 $non_clock_inputs
set_output_delay [expr $clk_period * $clk_io_pct] -clock clk0 [all_outputs]
==> reports/results.tsv <==
stage	metric	value	unit
logic_synthesis	Mapped Cells	87	
setup_path	WS Path Type	in -> reg	
routing	DRC viols	0	
clock_network	clock root cell	clkbuf_8	
routing	drt via density	3.65	
setup_path	FF-to-FF setup slack	0.59	ns
global_route	largest net degree at the start of global routing	18	
floorplanning	die width	99	um
floorplanning	Core ar.	5990	um2
clock_network	Max clock buf depth	2	
min_path	Worst Hold End	registers.reg_B.OUT[3]	
global_route	GRT Util Overall	4.42	%
logic_synthesis	Mapped Area	902	um2
layout	most numerous logic cell after layout	clkdlybuf4s50_1	
routing	DRT Pass-1 Iters	4	
setup_path	CP max FO	4	
layout	Area growth syn-to-layout	45.2	%
logic_synthesis	YS warnings	4	
run	max cap viols	0	
min_path	Hold Crit Class	reg -> reg	
power_and_ir_drop	Static Leak	0.000575	uW
setup_path	WP data required	2.43	ns
logic_synthesis	Seq share, synth	47.2	%
placement	DPL Wire Length	1.77	mm
clock_network	CTS Hold Bufs	0	
logic_synthesis	Yosys cell types	24	
sta	Tmin final	2.12	ns
routing	initial drt markers	30	
placement	I/O Buffers	21	
power_and_ir_drop	Power Density	889	nW/um2
logic_synthesis	# Cells Yosys	87	
global_route	first-pass GRT wire length	3.59	mm
clock_network	Clock Latency Late Sink	0.25	ns
setup_path	worst r2r src	registers.reg_A.OUT[0]	
layout	layout cell share with drive strength beyond 1	16.0	%
clock_network	htree depth	1	
routing	Vias	709	
sta	# setup viols final	0	
logic_synthesis	syn avg cell area	10.4	um2
sta	RSZ-0062 raised after global routing	false	
global_route	initial antenna violation count	0	
setup_path	FF-to-FF path depth	7	
logic_synthesis	Synth flops	17	
power_and_ir_drop	total power draw	1170	uW
routing	antenna-violating nets left	0	
clock_network	Num CTS Buffers	3	
setup_path	crit start category	input port	
sta	Final Hold Viols	0	
run	count of tool warnings	25	
sta	Slew headroom	59.0	%
power_and_ir_drop	Peak VDD IR	0.247	mV
sta	fmax	472	MHz
routing	Antenna diodes	0	
placement	routability cong.	0.794	
layout	Core Util, Final	21.9	%
routing	wire per inst	11.2	um
floorplanning	FP Core Util	15.1	%
setup_path	end of the worst register-to-register path	registers.reg_D.OUT[2]	
floorplanning	Core Rows	28	
layout	Top cells excl fill/tap	clkdlybuf4s50_1 (18), dfrtp_1 (17), o21ai_0 (16), nand2_1 (11), buf_4 (8)	
floorplanning	Top Ports	22	
floorplanning	Die ar.	9800	um2
clock_network	Clock transition at path regs	0.06	ns
sta	period utilization	92.2	%
min_path	HP Start	registers.reg_B.OUT[3]	
global_route	vias in the first global route	761	
clock_network	CTS tree	built	
setup_path	Worst Path Arrival	2.25	ns
status	status	complete, no violations	
sta	clk_skew	0.000675	ns
min_path	hold path cells	2	
logic_synthesis	yosys stat area	902	um2
sta	measured slew at the worst slew-check pin	0.612	ns
layout	Filler cells	636	
clock_network	Sink Count	17	
global_route	GRT overflow	0	
sta	Final Max Tran Viols	0	
floorplanning	Die Span Y	99	um
routing	final wirelength	2.17	mm
setup_path	Worst Setup End Kind	flip-flop	
critical path, cell delays in order:
cell and delay (ns):
dlygate4sd2_1 0.27, nor2_4 0.15, buf_4 0.12, mux2i_1 0.20
o21ai_2 0.08, ha_1 0.27, a21o_1 0.17, a21oi_1 0.16
xor2_1 0.15, buf_4 0.14, o21ai_0 0.08
report_power, final:
group | switching, uW | internal [uW]
logic | 184 | 277
clock network | 92.9 | 123
registers | 79.8 | 409
timing repair:
item                                    4_1_cts  5_1_grt
buffers inserted                              2        0
resized                                       4        1
endpoints found under the setup margin        8        2
pin swaps                                     2        0
how the worst max path moves through the flow:
| stage | end | start | slack (ns) |
|---|---|---|---|
| CTS | registers.reg_D.OUT[2] | DATA_ROM[5] | 0.11 |
| global route | registers.reg_B.OUT[3] | DATA_ROM[4] | 0.02 |
| finish | registers.reg_C.OUT[3] | DATA_ROM[4] | 0.18 |
cell type report:
cell class	instances	area [um2]	area share, %
Multi-Input combinational cell	64	457	34.9
Inverter	5	18.8	1.43
Clock buffer	4	45.0	3.44
Timing Repair Buffer	29	270	20.6
Sequential cell	17	425	32.5
Tap cell	75	93.8	7.16
cell families after synthesis:
family	share of synthesized area, %
simple gates	13.3
compound gates	14.4
flops	47.2
mux	9.71
buf+inv	3.33
fa+ha+maj	9.15
xor+xnor	2.91
state kept, by name (all words and copies together), names as in the netlist:
signal / count
registers.reg_A.OUT: 4
registers.reg_C.OUT: 4
registers.carry_reg.Q: 1
registers.reg_B.OUT: 4
registers.reg_D.OUT: 4
cells in the mapped netlist:
master | number | area, um2
o21ai_2 | 1 | 8.76
buf_6 | 1 | 11.3
o21ai_0 | 16 | 80.1
nor2_1 | 2 | 7.51
nor2b_1 | 1 | 6.26
nand4b_1 | 1 | 8.76
ha_1 | 5 | 62.6
dfrtp_1 | 17 | 425
a211oi_1 | 1 | 7.51
a21o_1 | 1 | 7.51
inv_1 | 5 | 18.8
mux2i_1 | 5 | 50.1
a31o_2 | 1 | 8.76
xor2_1 | 3 | 26.3
a21oi_1 | 2 | 10.0
mux2_2 | 2 | 22.5
fa_1 | 1 | 20.0
nor2_4 | 1 | 11.3
nand2b_1 | 3 | 18.8
mux2_4 | 1 | 15.0
or2_1 | 1 | 6.26
o211ai_1 | 1 | 7.51
nand3_1 | 4 | 20.0
nand2_1 | 11 | 41.3
stage by stage:
step,area [um2],instances,setup TNS [ns],hold WS (ns),setup slack [ns]
final,1310,194,0,0.478,0.180
after global routing,1310,194,0,0.511,0.0170
after CTS,1310,194,0,0.484,0.105
after detailed placement,1240,188,-3.81,0.470,-0.409
after global placement,1240,188,-3.70,0.463,-0.403
after floorplan,902,87,0,0.164,0.308
layer usage:
metal | part of all wire (%) | global-route usage (%) | vias up
li1 | - | - | 368
met1 | 44 | 5.22 | 325
met2 | 49 | 7.67 | 12
met3 | 6.2 | 1.55 | 4
met4 | 1.2 | 0.662 | 0
met5 | 0 | 0 | -
Power figures rest on the tool's default switching activity, not on a simulated workload.
